**flow/config.mk**
```make
export PLATFORM = sky130hd
export DESIGN_NAME = futurefpga_slice
export DESIGN_NICKNAME = futurefpga_slice
export VERILOG_FILES = /design/flow/design.v
export SDC_FILE = /design/flow/constraint.sdc
export NUM_CORES = 4
export LEC_CHECK = 1
export CORE_AREA = 10 10 70 70
export DIE_AREA = 0 0 80 80
```
**flow/constraint.sdc**
```tcl
current_design futurefpga_slice

set clk_period 2.3
set clk_io_pct 0.2

create_clock -name clk0 -period $clk_period [get_ports {CLK}]

set non_clock_inputs [all_inputs -no_clocks]
set_input_delay [expr $clk_period * $clk_io_pct] -clock clk0 $non_clock_inputs
set_output_delay [expr $clk_period * $clk_io_pct] -clock clk0 [all_outputs]
```
**flow/design.v**
```verilog
module futurefpga_slice(
    input CLK, RST,
    input [3:0] I,
    output O,
    input [19:0] CFG
);
    wire [15:0] INIT = CFG[15:0];
    wire FF_USED     = CFG[16];
    wire FF_ISEL     = CFG[17];
    wire CARRY_EN    = CFG[18];  
    wire CIN_CONST   = CFG[19];
    wire [7:0] s3 = I[3] ?     INIT[15:8] :     INIT[7:0];
    wire [3:0] s2 = I[2] ?       s3[ 7:4] :       s3[3:0];
    wire [1:0] s1 = I[1] ?       s2[ 3:2] :       s2[1:0];
    wire lut_out  = I[0] ?          s1[1] :         s1[0];
    wire lut_gate = RST ? 1'b0 : lut_out;
    wire ff_in = FF_ISEL ? I[3] : lut_gate;
    reg ff_out = 0;
    always @(posedge CLK)
        ff_out <= ff_in;
    assign O = FF_USED ? ff_out : lut_gate;
endmodule
```
**flow/run.sh**
```bash
#!/bin/bash
# OpenROAD 26Q1-2900-gdf79404cd8, Yosys 0.63+post, stock flow scripts
make -C /OpenROAD-flow-scripts/flow DESIGN_CONFIG=/design/flow/config.mk WORK_HOME=/design/flow/orfs finish
```
==> insert_results.sql <==
-- implementation run metrics
INSERT INTO impl_metrics (metric_group, metric, value, unit) VALUES
('outcome', 'status', 'finished, final reports clean', ''),
('die', 'core_area', '3420', 'sq um'),
('power', 'vdd_ir_drop_max', '59.6', 'uV'),
('layout', 'layout_cell_share_with_drive_strength_beyond_1', '0.484', ''),
('routing', 'drt_first_iter_violations', '2', ''),
('job', 'warnings', '30', ''),
('synth', 'synth_flops', '1', ''),
('power', 'power_density', '191', 'nW/um^2'),
('synth', 'yosys.stat.chipArea', '201', 'sq um'),
('cts', 'clkSlewWorstSetupHoldPaths', '0', 'ns'),
('power', 'comb_power_share', '0.837', ''),
('synth', 'synthesis.area_per_instance', '8.76', 'sq um'),
('synth', 'synth-warning-count', '1', ''),
('min_path', 'min_path_type', 'reg -> out', ''),
('grt', 'grt_start_max_net_pins', '7', ''),
('power', 'switching_power', '32.8', 'uW'),
('grt', 'number_of_antenna_violations_at_the_first_check_in_global_routing', '0', ''),
('synth', 'library_cell_occupying_the_most_area_in_the_post_synthesis_netlist', 'sky130_fd_sc_hd__mux4_2', ''),
('routing', 'drt-pass1-iter-count', '2', ''),
('worst_setup_path', 'critical_path_start', 'CFG[15]', ''),
('final_timing', 'slew_headroom', '0.837', ''),
('grt', 'vias_in_the_first_global_route', '340', ''),
('synth', 'yosys.stat.seqShare', '0.0994', ''),
('die', 'initial_core_utilization', '0.0590', ''),
('placement', 'dp_cells', '95', ''),
('layout', 'flip_flop_count_of_the_largest_register_after_layout', '1', ''),
('synth', 'synth.top_cells.by_area', 'sky130_fd_sc_hd__mux4_2 22%, sky130_fd_sc_hd__mux2i_1 20%, sky130_fd_sc_hd__nand2b_1 12%', ''),
('die', 'row_count', '21', ''),
('min_path', 'hold_end', 'O', ''),
('final_timing', 'setup_viol', '0', ''),
('final_timing', 'timing.final.max_slew_violations', '0', ''),
('placement', 'pre_cts_worst_setup_slack', '-0.471', 'ns'),
('placement', 'area_after_dpl', '517', 'sq um'),
('worst_setup_path', 'wp_data_arrival', '1.77', 'ns'),
('final_timing', 'tightestPinTransition', '0.244', 'ns'),
('layout', 'regMostFlops', 'ff_out', ''),
('final_timing', 'fmax', '448', 'MHz'),
('routing', 'route.detailed.wl_per_inst', '11.3', 'um'),
('layout', 'ff_latch_area', '20.0', 'sq um'),
('power', 'pwr-share-clk', '0', ''),
('final_timing', 'fin_ws', '0.0699', 'ns'),
('final_timing', 'final_worst_path_cycle_share', '0.970', ''),
('synth', 'edf_count', '0', ''),
('synth', 'synth.cell_area', '201', 'sq um'),
('grt', 'grt_use_total', '0.0363', ''),
('die', 'num_io_pins', '27', ''),
('layout', 'area_growth', '219', '%'),
('power', 'p_int', '89.9', 'uW'),
('cts', 'cts_hold_repair.buffers', '0', ''),
('synth', 'netlist_instances', '23', ''),
('synth', 'synth_async_sr_flop_share', '0', ''),
('placement', 'place.port_buffers', '24', ''),
('final_timing', 'whs', '0.971', 'ns'),
('grt', 'grt-ovfl-total', '0', ''),
('routing', 'antennaDiodeCount', '0', ''),
('synth', 'ys_cells', '23', ''),
('power', 'sw_frac_of_total', '0.267', ''),
('synth', 'ff_type', 'sky130_fd_sc_hd__dfxtp_1', ''),
('final_timing', 'hold_violations', '0', ''),
('routing', 'via_per_inst', '3.27', ''),
('synth', 'synth.top_cells.by_count', '4 x sky130_fd_sc_hd__mux2i_1, 4 x sky130_fd_sc_hd__nand2b_1', ''),
('min_path', 'worstHoldStart', 'ff_out', ''),
('layout', 'layout.area.comb', '226', 'sq um'),
('routing', 'detail-route-antenna-nets', '0', ''),
('die', 'die_span_x', '80', 'um'),
('routing', 'drcViolationCount', '0', ''),
('die', 'die_height', '80', 'um'),
('min_path', 'hold-path-cell-count', '3', ''),
('die', 'dieArea', '6400', 'sq um'),
('layout', 'filler_cell_count', '384', ''),
('grt', 'global_route_wire_length_before_repair', '1850', 'um');
==> through the flow <==
stage / TNS (ns) / power [uW]
after floorplan: 0 / 44.5
after global placement: -0.463 / 96.2
after detailed placement: -0.471 / 97.5
after CTS: 0 / 115
after global routing: 0 / 131
final: 0 / 123
==> worst max path at each step <==
stage     slack (ns)  depth (start not counted)  endpoint
5_1_grt         0.02                          9         O
4_1_cts         0.01                         13    ff_out
6_report        0.07                          6         O
==> cell type report <==
class / count / area share
Timing Repair Buffer: 40 / 0.526
Multi-Input combinational cell: 21 / 0.353
Sequential cell: 1 / 0.0312
Tap cell: 46 / 0.0897
==> layer usage <==
metal  GRT usage  part of all wire  up-vias
met5           0                 0        -
met4           0                 0        0
met3      0.0239              0.19        0
met2      0.0433              0.31       24
met1      0.0544              0.50      159
li1            -                 -      170
==> cell families after synthesis <==
group / synth area share
multiplexers: 0.422
AND-OR/OR-AND: 0.161
flip-flops: 0.0994
buffers and inverters: 0.0248
AND/OR/NAND/NOR: 0.292
==> critical path, stage by stage <==
cell	delay [ns]
sky130_fd_sc_hd__clkdlybuf4s50_1	0.39
sky130_fd_sc_hd__mux4_2	0.47
sky130_fd_sc_hd__nand2b_4	0.16
sky130_fd_sc_hd__nand2b_1	0.08
sky130_fd_sc_hd__o221ai_2	0.09
sky130_fd_sc_hd__buf_2	0.12
==> power groups by stage <==
stage	clock [uW]	combinational, uW	sequential, uW
CTS	0	95.1	19.8
global route	0	110	20.2
finish	0	103	20.0
==> layout by cell type, fill, tap and decap left out <==
cell	instances
sky130_fd_sc_hd__nand3_2	1
sky130_fd_sc_hd__nand2b_1	2
sky130_fd_sc_hd__dlygate4sd2_1	9
sky130_fd_sc_hd__buf_4	15
sky130_fd_sc_hd__nor2_1	2
sky130_fd_sc_hd__o221ai_2	2
sky130_fd_sc_hd__nand2b_4	2
sky130_fd_sc_hd__buf_6	1
sky130_fd_sc_hd__nor2b_1	1
sky130_fd_sc_hd__dfxtp_1	1
sky130_fd_sc_hd__clkbuf_2	1
sky130_fd_sc_hd__mux4_2	2
sky130_fd_sc_hd__nand2_1	2
sky130_fd_sc_hd__mux2i_1	2
sky130_fd_sc_hd__a22oi_2	2
sky130_fd_sc_hd__mux2i_2	2
sky130_fd_sc_hd__buf_2	2
sky130_fd_sc_hd__nand3b_1	1
sky130_fd_sc_hd__clkdlybuf4s50_1	12
==> timing repair <==
item / CTS / global route
setup endpoints to repair: 1 / 2
pin swaps: 6 / 5
gates resized: 25 / 5
buffers inserted: 10 / 4
endpoints found under the hold margin: 0 / 0
No activity file was given, so power comes from the tool's default toggle rates.
